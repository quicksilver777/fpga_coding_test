`/design/flow/run.sh`:
```
#!/bin/bash
# OpenROAD 26Q1-2900-gdf79404cd8, Yosys 0.63+post, stock flow scripts
make -C /OpenROAD-flow-scripts/flow DESIGN_CONFIG=/design/flow/config.mk WORK_HOME=/design/flow/orfs finish
```
`/design/flow/design.v`:
```
module uart_axi4lite_csr
  (
    input  logic        aclk,
    input  logic        aresetn,
    input  logic [31:0] awaddr,
    input  logic        awvalid,
    output logic        awready,
    input  logic [31:0] wdata,
    input  logic [3:0]  wstrb,
    input  logic        wvalid,
    output logic        wready,
    output logic [1:0]  bresp,
    output logic        bvalid,
    input  logic        bready,
    input  logic [31:0] araddr,
    input  logic        arvalid,
    output logic        arready,
    output logic [31:0] rdata,
    output logic [1:0]  rresp,
    output logic        rvalid,
    input  logic        rready,
    output logic        tx_fifo_wrvalid,
    input  logic        tx_fifo_wrready,
    output logic [7:0]  tx_fifo_wrdata,
    input  logic        tx_fifo_empty,
    input  logic        tx_fifo_full,
    input  logic        rx_fifo_rdvalid,
    output logic        rx_fifo_rdready,
    input  logic [7:0]  rx_fifo_rddata,
    input  logic        rx_fifo_empty,
    input  logic        rx_fifo_full
  );
  localparam [3:0] ADDR_CONTROL = 4'h0;  
  localparam [3:0] ADDR_STATUS  = 4'h1;  
  localparam [3:0] ADDR_TX_DATA = 4'h2;  
  localparam [3:0] ADDR_RX_DATA = 4'h3;  
  logic [31:0] control_reg;
  wire [3:0] awaddr_dec = awaddr[5:2];
  wire [3:0] araddr_dec = araddr[5:2];
  wire write_en = awvalid && wvalid;
  wire read_en  = arvalid && rready;
  always_ff @(posedge aclk or negedge aresetn) begin
    if (!aresetn) begin
      control_reg     <= 32'h0;
      tx_fifo_wrvalid <= 1'b0;
      tx_fifo_wrdata  <= 8'h00;
    end else begin
      tx_fifo_wrvalid <= 1'b0;
      if (write_en) begin
        case (awaddr_dec)
          ADDR_CONTROL: begin
            if (wstrb[0]) control_reg[7:0]   <= wdata[7:0];
            if (wstrb[1]) control_reg[15:8]  <= wdata[15:8];
            if (wstrb[2]) control_reg[23:16] <= wdata[23:16];
            if (wstrb[3]) control_reg[31:24] <= wdata[31:24];
          end
          ADDR_TX_DATA: begin
            if (!tx_fifo_full) begin
              tx_fifo_wrdata  <= wdata[7:0];
              tx_fifo_wrvalid <= 1'b1;
            end
          end
        endcase
      end
    end
  end
  assign awready = 1'b1;
  assign wready  = 1'b1;
  assign bresp   = 2'b00;
  assign bvalid  = 1'b1;
  always_ff @(posedge aclk or negedge aresetn) begin
    if (!aresetn) begin
      rx_fifo_rdready <= 1'b0;
    end else begin
      rx_fifo_rdready <= 1'b0;
      if (read_en && araddr_dec == ADDR_RX_DATA && !rx_fifo_empty) begin
        rx_fifo_rdready <= 1'b1;
      end
    end
  end
  always_comb begin
    case (araddr_dec)
      ADDR_CONTROL: rdata = control_reg;
      ADDR_STATUS: begin
        rdata      = 32'h0;
        rdata[0]   = tx_fifo_empty;
        rdata[1]   = tx_fifo_full;
        rdata[2]   = rx_fifo_empty;
        rdata[3]   = rx_fifo_full;
      end
      ADDR_RX_DATA: rdata = {24'h0, rx_fifo_rddata};
      default: rdata = 32'h0;
    endcase
  end
  assign arready = 1'b1;
  assign rvalid  = arvalid;
  assign rresp   = 2'b00;
endmodule
module uart_fifo
  (
    input  logic       aclk,
    input  logic       aresetn,
    input  logic       wrvalid,
    output logic       wrready,
    input  logic [7:0] wrdata,
    output logic       rdvalid,
    input  logic       rdready,
    output logic [7:0] rddata,
    output logic       empty,
    output logic       full
  );
  localparam int DEPTH   = 16;
  localparam int PTR_WID = $clog2(DEPTH);
  logic [7:0]              mem [DEPTH-1:0];
  logic [PTR_WID-1:0]      wr_ptr, rd_ptr;
  logic [PTR_WID:0]        count;   
  wire write_fire = wrvalid && wrready;
  wire read_fire  = rdvalid && rdready;
  assign full    = (count == DEPTH);
  assign empty   = (count == 0);
  assign wrready = !full;
  assign rdvalid = !empty;
  assign rddata  = mem[rd_ptr];
  always_ff @(posedge aclk or negedge aresetn) begin
    if (!aresetn) begin
      wr_ptr <= '0;
      rd_ptr <= '0;
      count  <= '0;
    end else begin
      if (write_fire) begin
        mem[wr_ptr] <= wrdata;
        wr_ptr      <= wr_ptr + 1'b1;
      end
      if (read_fire) begin
        rd_ptr <= rd_ptr + 1'b1;
      end
      unique case ({write_fire, read_fire})
        2'b10: count <= count + 1'b1;
        2'b01: count <= count - 1'b1;
        default: ;
      endcase
    end
  end
endmodule : uart_fifo
module uart_rx_ctrl
  (
    input  logic       aclk,
    input  logic       aresetn,
    input  logic       rx_serial,
    output logic [7:0] rx_fifo_data,
    output logic       rx_fifo_valid,
    input  logic       rx_fifo_ready
  );
  localparam int BAUD_DIV = 434;
  localparam int HALF_DIV = BAUD_DIV/2;    
  typedef enum logic [1:0] {
    RX_IDLE,
    RX_START,
    RX_DATA,
    RX_STOP
  } rx_state_t;
  rx_state_t  state;
  logic [8:0] baud_cnt;
  logic [2:0] bit_idx;
  logic [7:0] shift_reg;
  always_ff @(posedge aclk or negedge aresetn) begin
    if (!aresetn) begin
      state     <= RX_IDLE;
      baud_cnt  <= '0;
      bit_idx   <= '0;
      shift_reg <= 8'h00;
    end else begin
      case (state)
        RX_IDLE: begin
          baud_cnt <= '0;
          bit_idx  <= '0;
          if (rx_serial == 1'b0) begin
            state    <= RX_START;
            baud_cnt <= '0;
          end
        end
        RX_START: begin
          if (baud_cnt == HALF_DIV-1) begin
            baud_cnt <= '0;
            state    <= RX_DATA;
            bit_idx  <= 3'd0;
          end else begin
            baud_cnt <= baud_cnt + 1'b1;
          end
        end
        RX_DATA: begin
          if (baud_cnt == BAUD_DIV-1) begin
            baud_cnt               <= '0;
            shift_reg[bit_idx]     <= rx_serial;
            if (bit_idx == 3'd7) begin
              state   <= RX_STOP;
            end else begin
              bit_idx <= bit_idx + 1'b1;
            end
          end else begin
            baud_cnt <= baud_cnt + 1'b1;
          end
        end
        RX_STOP: begin
          if (baud_cnt == BAUD_DIV-1) begin
            baud_cnt <= '0;
            state    <= RX_IDLE;    
          end else begin
            baud_cnt <= baud_cnt + 1'b1;
          end
        end
        default: state <= RX_IDLE;
      endcase
    end
  end
  always_ff @(posedge aclk or negedge aresetn) begin
    if (!aresetn) begin
      rx_fifo_valid <= 1'b0;
      rx_fifo_data  <= 8'h00;
    end else begin
      if (rx_fifo_valid && rx_fifo_ready) begin
        rx_fifo_valid <= 1'b0;
      end
      if (state == RX_STOP && baud_cnt == BAUD_DIV-1) begin
        if (!rx_fifo_valid || rx_fifo_ready) begin
          rx_fifo_data  <= shift_reg;   
          rx_fifo_valid <= 1'b1;
        end
      end
    end
  end
endmodule : uart_rx_ctrl
module uart_top
  (
    input  logic         aclk,       
    input  logic         aresetn,    
    input  logic         awvalid,
    input  logic [31:0]  awaddr,
    input  logic         wvalid,
    input  logic [3:0]   wstrb,
    input  logic [31:0]  wdata,
    input  logic         bready,
    output logic         awready,
    output logic         wready,
    output logic [1:0]   bresp,
    output logic         bvalid,
    input  logic         arvalid,
    input  logic [31:0]  araddr,
    input  logic         rready,
    output logic         arready,
    output logic [31:0]  rdata,
    output logic [1:0]   rresp,
    output logic         rvalid,
    output logic         tx_serial,
    input  logic         rx_serial
  );
  logic       tx_fifo_wrvalid;
  logic       tx_fifo_wrready;
  logic [7:0] tx_fifo_wrdata;
  logic       tx_fifo_rdvalid;
  logic       tx_fifo_rdready;
  logic [7:0] tx_fifo_rddata;
  logic       tx_fifo_empty;
  logic       tx_fifo_full;
  logic       rx_fifo_wrvalid;
  logic       rx_fifo_wrready;
  logic [7:0] rx_fifo_wrdata;
  logic       rx_fifo_rdvalid;
  logic       rx_fifo_rdready;
  logic [7:0] rx_fifo_rddata;
  logic       rx_fifo_empty;
  logic       rx_fifo_full;
  uart_axi4lite_csr u_csr (
    .aclk            (aclk),
    .aresetn         (aresetn),
    .awaddr          (awaddr),
    .awvalid         (awvalid),
    .awready         (awready),
    .wdata           (wdata),
    .wstrb           (wstrb),
    .wvalid          (wvalid),
    .wready          (wready),
    .bresp           (bresp),
    .bvalid          (bvalid),
    .bready          (bready),
    .araddr          (araddr),
    .arvalid         (arvalid),
    .arready         (arready),
    .rdata           (rdata),
    .rresp           (rresp),
    .rvalid          (rvalid),
    .rready          (rready),
    .tx_fifo_wrvalid (tx_fifo_wrvalid),
    .tx_fifo_wrready (tx_fifo_wrready),
    .tx_fifo_wrdata  (tx_fifo_wrdata),
    .tx_fifo_empty   (tx_fifo_empty),
    .tx_fifo_full    (tx_fifo_full),
    .rx_fifo_rdvalid (rx_fifo_rdvalid),
    .rx_fifo_rdready (rx_fifo_rdready),
    .rx_fifo_rddata  (rx_fifo_rddata),
    .rx_fifo_empty   (rx_fifo_empty),
    .rx_fifo_full    (rx_fifo_full)
  );
  uart_fifo u_tx_fifo (
    .aclk    (aclk),
    .aresetn (aresetn),
    .wrvalid (tx_fifo_wrvalid),
    .wrready (tx_fifo_wrready),
    .wrdata  (tx_fifo_wrdata),
    .rdvalid (tx_fifo_rdvalid),
    .rdready (tx_fifo_rdready),
    .rddata  (tx_fifo_rddata),
    .empty   (tx_fifo_empty),
    .full    (tx_fifo_full)
  );
  uart_fifo u_rx_fifo (
    .aclk    (aclk),
    .aresetn (aresetn),
    .wrvalid (rx_fifo_wrvalid),
    .wrready (rx_fifo_wrready),
    .wrdata  (rx_fifo_wrdata),
    .rdvalid (rx_fifo_rdvalid),
    .rdready (rx_fifo_rdready),
    .rddata  (rx_fifo_rddata),
    .empty   (rx_fifo_empty),
    .full    (rx_fifo_full)
  );
  uart_tx_ctrl u_tx_ctrl (
    .aclk         (aclk),
    .aresetn      (aresetn),
    .tx_fifo_valid(tx_fifo_rdvalid),
    .tx_fifo_ready(tx_fifo_rdready),
    .tx_fifo_data (tx_fifo_rddata),
    .tx_serial    (tx_serial)
  );
  uart_rx_ctrl u_rx_ctrl (
    .aclk         (aclk),
    .aresetn      (aresetn),
    .rx_serial    (rx_serial),
    .rx_fifo_data (rx_fifo_wrdata),
    .rx_fifo_valid(rx_fifo_wrvalid),
    .rx_fifo_ready(rx_fifo_wrready)
  );
endmodule : uart_top
module uart_tx_ctrl
  (
    input  logic        aclk,
    input  logic        aresetn,
    input  logic        tx_fifo_valid,
    output logic        tx_fifo_ready,
    input  logic [7:0]  tx_fifo_data,
    output logic        tx_serial
  );
  localparam int BAUD_DIV = 434;
  typedef enum logic [1:0] {
    TX_IDLE,
    TX_START,
    TX_DATA,
    TX_STOP
  } tx_state_t;
  tx_state_t   state;
  logic [8:0]  baud_cnt;    
  logic [2:0]  bit_idx;
  logic [7:0]  shift_reg;
  always_ff @(posedge aclk or negedge aresetn) begin
    if (!aresetn) begin
      state         <= TX_IDLE;
      baud_cnt      <= '0;
      bit_idx       <= '0;
      shift_reg     <= 8'h00;
      tx_serial     <= 1'b1;    
      tx_fifo_ready <= 1'b0;
    end else begin
      tx_fifo_ready <= 1'b0;
      case (state)
        TX_IDLE: begin
          tx_serial <= 1'b1;
          baud_cnt  <= '0;
          bit_idx   <= '0;
          if (tx_fifo_valid) begin
            shift_reg     <= tx_fifo_data;
            tx_fifo_ready <= 1'b1;   
            state         <= TX_START;
          end
        end
        TX_START: begin
          tx_serial <= 1'b0;   
          if (baud_cnt == BAUD_DIV-1) begin
            baud_cnt <= '0;
            state    <= TX_DATA;
          end else begin
            baud_cnt <= baud_cnt + 1'b1;
          end
        end
        TX_DATA: begin
          tx_serial <= shift_reg[bit_idx];
          if (baud_cnt == BAUD_DIV-1) begin
            baud_cnt <= '0;
            if (bit_idx == 3'd7) begin
              state   <= TX_STOP;
            end else begin
              bit_idx <= bit_idx + 1'b1;
            end
          end else begin
            baud_cnt <= baud_cnt + 1'b1;
          end
        end
        TX_STOP: begin
          tx_serial <= 1'b1;   
          if (baud_cnt == BAUD_DIV-1) begin
            baud_cnt <= '0;
            state    <= TX_IDLE;
          end else begin
            baud_cnt <= baud_cnt + 1'b1;
          end
        end
        default: state <= TX_IDLE;
      endcase
    end
  end
endmodule : uart_tx_ctrl
```
`/design/flow/constraint.sdc`:
```
current_design uart_top

set clk_period 4.4
set clk_io_pct 0.2

create_clock -name clk0 -period $clk_period [get_ports {aclk}]

set non_clock_inputs [all_inputs -no_clocks]
set_input_delay [expr $clk_period * $clk_io_pct] -clock clk0 $non_clock_inputs
set_output_delay [expr $clk_period * $clk_io_pct] -clock clk0 [all_outputs]
```
`/design/flow/config.mk`:
```
export PLATFORM = sky130hd
export DESIGN_NAME = uart_top
export DESIGN_NICKNAME = uart_top
export VERILOG_FILES = /design/flow/design.v
export SDC_FILE = /design/flow/constraint.sdc
export NUM_CORES = 4
export LEC_CHECK = 1
export CORE_UTILIZATION = 40
```
==> run summary <==
Status of the implementation.

- The flow ran to the end, and the final reports show no timing, DRC or antenna violations.
- Per the GRT congestion report, total overflow comes to 0.
- The stat command in Yosys gives a chip area of 0.0162 mm².
- The area taken by multi-input combinational cells is reported as 0.00490 mm².
- The data required time at the worst endpoint is 3.52 ns, for reference.
- Once synthesis finished, the tally of register bits stood at 383.
- The final-report max-slew violation count is 0, for reference.
- The post-synthesis sequential area ratio is 0.672, for reference.
- The start-to-end type of the worst setup path is reg2out, for reference.
- The proportion of register bits with asynchronous set or reset after synthesis is 0.332, for reference.
- The weighted congestion at the end of routability-driven global placement is 0.867, for reference.
- The launch instance of the worst register-to-register path is u_tx_fifo.count[1]$_DFFE_PN0P_, for reference.
- Setup slack on the worst reg-to-reg path comes out at 1.14 ns.
- The effective utilization at floorplan is 0.406, for reference.
- Nets still carrying antenna violations after routing amount to 0.
- Per the skew report, the later register of the worst-skew pair sees a clock latency of 0.53 ns.
- For this block, the via count after detailed routing is 9816.
- In this run the critical path is formed by inv_1 -> ha_1 -> buf_4 -> a22o_1 -> a32o_1 -> a311oi_1 -> a31oi_1 -> a211o_1 -> clkdlybuf4s50_1.
- Per the final layout report, the fraction of cells sized above drive strength 1 comes to 0.150.
- The sequential cell area in the final layout is 0.0109 mm², for reference.
- Before CTS, the worst setup slack after placement is 0.433 ns.
- Adding up every negative setup slack in the final design gives 0 ns.
- The slew at the pin closest to its max-slew limit is 0.847 ns, for reference.
- In this run the VDD rail shows a maximum IR drop of 278 µV.
- The highest fanout seen on the critical path is 10, for reference.
- The delay of the slowest critical-path stage is 0.44 ns, for reference.
- Timing would allow up to 235 MHz.
- The post-route minimum period is 4.25 ns, for reference.
- The slowest stage cell on the critical path is sky130_fd_sc_hd__clkdlybuf4s50_1, for reference.
- The height of the die is 203 µm, for reference.
- Per the post-synthesis report, the number of cells in the design is 1153.
- The fill cell total of the finished layout is 3399, for reference.
- The pin count of the biggest net entering global routing is 51, for reference.
- The longest clock path from root to sink contains 3 buffers.
- The synth_stat.txt file lists the number of cells as 1153.
- The horizontal die dimension is 203 µm, for reference.
- In this run the clock root is driven by a sky130_fd_sc_hd__clkbuf_16.
- The worst slew slack as a fraction of its limit is 0.433, for reference.
- Dividing the detail-routed wire length by the instance count gives 20.4 µm.
- The synthesis warning total is 5, for reference.
- The OpenROAD report gives the critical path a data arrival time of 3.37 ns.
- The number of sinks handled by clock tree synthesis is 383, for reference.
- The placement-stage cell area is 0.0177 mm², for reference.
- The warning total across the stage logs is 100, for reference.
- On the final layout, the worst clock skew is 0.00950 ns.
- The post-synth count of flops with an enable pin is 256.
- The kind of end point of the critical path is an output port, for reference.
- The finished cells cover 0.0190 mm².
- The first-pass GRT wire length is 58400 µm, for reference.
- The family with the most delay on the worst path is AND-OR/OR-AND gates, for reference.
- The endpoint identified for the worst register-to-register timing path is u_tx_fifo.count[4]$_DFFE_PN0P_.
- The number of setup violations in the final report is 0, for reference.
- The initial antenna violation count is 3, for reference.
- The die outline area is 0.0412 mm², for reference.
- The power density over cell area is 400 mW/mm², for reference.
- The critical path in the final layout is reported with a setup slack of 0.153 ns.
- A synthesized cell averages 14.0 µm².
- The via count of the first global-routing pass was 10.2k.
- The area growth from synthesis to layout is 17.7%.
- The number of port buffers is 84, for reference.
- The number of clock buffers added by TritonCTS is 39.
- The final tally of hold violations is 0, for reference.
- The detailed-routing iteration count for the pre-antenna-repair pass is 4, for reference.
- The number of cells on the worst reg-to-reg path is 12, for reference.
- The number of top-level pins is 150, for reference.
- The share of the clock period used by the worst path after layout is 0.965, for reference.
- The commonest register cell is sky130_fd_sc_hd__edfxtp_1.
- According to the floorplan report, the placeable core area is 0.0398 mm².
- In the routed design, unresolved DRC markers number 0.
- The type of origin of the critical path is a flip-flop, for reference.
- The total standard cell area after synthesis is 0.0162 mm², for reference.
- The count of different cell masters after synthesis is 81, for reference.
- The routed design shows a via density per instance of 5.40.
- The CTS tree is built, for reference.
- Note that the worst hold path type here is in2async.
- The H-tree generated during clock tree synthesis spans 2 levels.
- The clock transition at the register clock pins on the worst setup and hold paths after CTS is 0.06 ns, for reference.
- The overall track demand over capacity in global routing is 0.199, for reference.
- After detailed routing, the total wire length is 37100 µm.
- The analysis attributes to cell leakage a power of 7.32 nW.
- The number of placement rows is 73, for reference.
- Looking at the post-CTS report, the setup buffer insertion count equals 0.
- Per the run summary, max-cap violations total 0.
- For this block, the initial DRC count from the detailed router was 598.
- The detailed placer's ending HPWL is 24200 µm, for reference.
- The critical path buffer and inverter count is 3, for reference.
-- area by class of cell --
| cell class | instances | share of cell area |
|---|---|---|
| multi-input combinational | 678 | 0.258 |
| timing repair buffer | 130 | 0.0624 |
| clock inverter | 25 | 0.0132 |
| antenna | 3 | 0.000395 |
| tap | 525 | 0.0345 |
| clock buffer | 46 | 0.0549 |
| sequential | 383 | 0.571 |
| inverter | 27 | 0.00533 |
-- worst max-delay path by stage --
stage     slack, ns  endpoint  depth (start not counted)                            start
4_1_cts        0.04  rdata[2]                          8  u_rx_fifo.rd_ptr[0]$_DFFE_PN0P_
6_report       0.15  rdata[6]                          9  u_rx_fifo.rd_ptr[0]$_DFFE_PN0P_
5_1_grt      -0.003  rdata[2]                          8  u_rx_fifo.rd_ptr[0]$_DFFE_PN0P_
-- where the power goes --
part,switching (mW),total (mW),internal (mW)
clock network,1.35,3.34,1.99
registers,0.102,4.05,3.95
logic,0.0993,0.222,0.122
total,1.55,7.62,6.07
-- cell usage after synthesis (6+ instances only) --
cell type	n	area share
sky130_fd_sc_hd__dfrtp_1	124	0.19
sky130_fd_sc_hd__xor2_1	15	0.0081
sky130_fd_sc_hd__a21o_1	8	0.0037
sky130_fd_sc_hd__a211oi_1	10	0.0046
sky130_fd_sc_hd__edfxtp_1	256	0.48
sky130_fd_sc_hd__buf_1	12	0.0028
sky130_fd_sc_hd__a31oi_1	9	0.0035
sky130_fd_sc_hd__nor3_1	19	0.0059
sky130_fd_sc_hd__a21oi_1	26	0.0080
sky130_fd_sc_hd__nand2_1	75	0.017
sky130_fd_sc_hd__nor2b_1	16	0.0062
sky130_fd_sc_hd__and2_1	32	0.012
sky130_fd_sc_hd__a22oi_1	42	0.020
sky130_fd_sc_hd__ha_1	36	0.028
sky130_fd_sc_hd__nor2_1	60	0.014
sky130_fd_sc_hd__buf_2	17	0.0053
sky130_fd_sc_hd__nand2b_1	10	0.0039
sky130_fd_sc_hd__mux2i_1	6	0.0037
sky130_fd_sc_hd__xnor2_1	21	0.011
sky130_fd_sc_hd__a222oi_1	6	0.0037
sky130_fd_sc_hd__nand4_1	7	0.0027
sky130_fd_sc_hd__o22ai_1	7	0.0027
sky130_fd_sc_hd__buf_4	9	0.0042
sky130_fd_sc_hd__a32oi_1	7	0.0038
sky130_fd_sc_hd__inv_1	26	0.0060
sky130_fd_sc_hd__clkbuf_1	32	0.0074
sky130_fd_sc_hd__a22o_1	20	0.011
sky130_fd_sc_hd__nand3_1	35	0.011
sky130_fd_sc_hd__o21ai_0	30	0.0093
sky130_fd_sc_hd__mux2_2	67	0.047
sky130_fd_sc_hd__o21ai_1	6	0.0019
sky130_fd_sc_hd__a211o_1	6	0.0033
sky130_fd_sc_hd__nor4_1	6	0.0023
sky130_fd_sc_hd__a221oi_1	19	0.010
-- cells by family (layout without fill, tap and decap cells) --
group	after synthesis	in the layout	synth area share
adder cells (fa/ha/maj)	38	38	0.0303
AND/OR/NAND/NOR	288	288	0.0902
AND-OR/OR-AND	230	230	0.105
flip-flops	383	383	0.672
buffers and inverters	98	228	0.0266
XOR/XNOR	36	36	0.0195
multiplexers	78	78	0.0560
other	2	11	0.000465
-- layout by cell type, fill, tap and decap left out, types with 34 or more instances in the layout --
master,count
sky130_fd_sc_hd__nor2_1,60
sky130_fd_sc_hd__a22oi_1,42
sky130_fd_sc_hd__nand2_1,75
sky130_fd_sc_hd__clkdlybuf4s50_1,83
sky130_fd_sc_hd__clkbuf_16,41
sky130_fd_sc_hd__buf_4,46
sky130_fd_sc_hd__edfxtp_1,256
sky130_fd_sc_hd__ha_1,34
sky130_fd_sc_hd__nand3_1,35
sky130_fd_sc_hd__mux2_2,67
sky130_fd_sc_hd__dfrtp_1,124
-- stage by stage --
stage | util | power, mW | hold slack [ns] | instances
after global placement | 0.445 | 4.34 | 0.469 | 1743
after floorplan | - | 4.20 | 0.446 | 1159
after detailed placement | 0.445 | 4.35 | 0.471 | 1743
after CTS | 0.477 | 7.69 | 0.297 | 1814
final | 0.478 | 7.62 | 0.283 | 1817
after global routing | 0.478 | 7.89 | 0.319 | 1815
-- what timing repair did --
action / CTS / global route
resized: 0 / 3
hold endpoints to repair: 0 / 0
hold buffers: 0 / 0
setup endpoints to repair: 0 / 3
-- layer usage --
metal  up-vias  wire length [µm]  GRT usage  share of wire
met5         -                 0    0.00714              0
met4         0               812     0.0373          0.022
met3        54              3700     0.0920           0.10
met2       359             17200      0.296           0.46
met1      4824             15400      0.286           0.41
li1       4579                 -          -              -
Power and IR drop assume default switching activity.
